## run.sh

```bash
#!/bin/bash
# OpenROAD 26Q1-2900-gdf79404cd8, Yosys 0.63+post, stock flow scripts
make -C /OpenROAD-flow-scripts/flow DESIGN_CONFIG=/design/flow/config.mk WORK_HOME=/design/flow/orfs finish
```

## config.mk

```make
export PLATFORM = sky130hd
export DESIGN_NAME = sd_cmd_136b_parser
export DESIGN_NICKNAME = sd_cmd_136b_parser
export VERILOG_FILES = /design/flow/design.v
export SDC_FILE = /design/flow/constraint.sdc
export NUM_CORES = 4
export LEC_CHECK = 1
export CORE_UTILIZATION = 50
```

## constraint.sdc

```tcl
current_design sd_cmd_136b_parser

set clk_period 1.0
set clk_io_pct 0.2

create_clock -name clk0 -period $clk_period [get_ports {CLK}]

set non_clock_inputs [all_inputs -no_clocks]
set_input_delay [expr $clk_period * $clk_io_pct] -clock clk0 $non_clock_inputs
set_output_delay [expr $clk_period * $clk_io_pct] -clock clk0 [all_outputs]
```

## design.v

```verilog
`default_nettype none
`timescale 1ns / 1ns                            
module sd_cmd_136b_parser
(                                  
input  wire        CLK,            
input  wire        RST,            
input  wire        I_BIT,            
input  wire        I_EN,            
input  wire        I_48,            
input  wire        I_136,         
output wire [125:0]O_CMD,
output wire        O_CMD_EN,
output wire        O_CMD_EN_TIC,
output wire [  6:0]O_CRC,
output wire        O_CRC_VALID, 
output wire        O_TIMEOUT     
);                  
parameter     CMD_TIMEOUT  =                                                               15'd150;  
reg  [135:0]  i0_cmd_in;
reg           i0_cmd_stb;
wire          i0_cmd_bit;
reg           i0_wait_cmd; 
wire          i0_start; 
reg           i0_wait_48;
reg           i0_wait_136;
reg           i0_cmd_pend;
wire          i0_cmd_endbit;
reg  [  8:0]  i0_cmd_tcnt;
reg  [  8:0]  i0_cmd_ccnt;
reg  [  3:0]  i0_cmd_scnt;      
wire          i0_cmd_body_f;
wire          i0_cmd_crc_f;  
wire          i0_cmd_skip_head136_f;
wire          i0_crc_en; 
wire          i0_crc_in;
wire          i0_crc_rst; 
wire  [  6:0] i0_crc_rec;   
wire          i0_timeout_f;
reg  [  9:0]  i0_timeout_cnt;
wire  [  6:0] i1_crc_cal;
reg   [  6:0] i1_crc_rec;  
reg           i1_crc_valid;
reg           i1_cmd_en;  
reg           i1_cmd_en_tic;    
assign i0_cmd_bit =                                                                          I_BIT; 
always@(posedge CLK or posedge RST)
if(RST)                     i0_cmd_stb<=                                                      1'b0; 
else                        i0_cmd_stb<=                                                      I_EN;
always@(posedge CLK)
     if(i0_cmd_endbit      )i0_cmd_in <=                                                 i0_cmd_in; 
else if(i1_cmd_en          )i0_cmd_in <=                                                 i0_cmd_in; 
else if(i0_cmd_stb         )i0_cmd_in <=                                   {i0_cmd_in, i0_cmd_bit};
always@(posedge CLK)
     if( i0_cmd_endbit     )i0_wait_cmd  <=                                                   1'b0; 
else if( i0_start          )i0_wait_cmd  <=                                                   1'b0; 
else                        i0_wait_cmd  <=                           I_EN && !i0_cmd_pend        ;  
assign                      i0_start  =                                  i0_wait_cmd & !i0_cmd_bit; 
always@(posedge CLK)
     if( i0_cmd_endbit     )i0_wait_48   <=                                                   1'b0; 
else if( i0_start          )i0_wait_48   <=                                                   1'b0; 
else                        i0_wait_48   <=                           I_EN && !i0_cmd_pend && I_48; 
always@(posedge CLK)
     if( i0_cmd_endbit     )i0_wait_136  <=                                                   1'b0; 
else if( i0_start          )i0_wait_136  <=                                                   1'b0; 
else                        i0_wait_136  <=                          I_EN && !i0_cmd_pend && I_136; 
always@(posedge CLK or posedge RST)
if(RST)                     i0_cmd_pend  <=                                                   1'b0; 
else if(!i0_cmd_stb        )i0_cmd_pend  <=                                                   1'b0; 
else if( i0_start          )i0_cmd_pend  <=                                                   1'b1; 
else if( i0_cmd_endbit     )i0_cmd_pend  <=                                                   1'b0; 
else                        i0_cmd_pend  <=                                            i0_cmd_pend; 
assign i0_cmd_endbit   =                                              i0_cmd_pend & i0_cmd_tcnt[8];  
always@(posedge CLK or posedge RST)
 if(RST)                                      i0_cmd_tcnt <=                           {1'b1,8'hx};
 else if(i0_wait_48  && !i0_cmd_bit         ) i0_cmd_tcnt <=                                 9'd46;
 else if(i0_wait_136 && !i0_cmd_bit         ) i0_cmd_tcnt <=                                9'd134; 
 else if(i0_cmd_tcnt[8]                     ) i0_cmd_tcnt <=                    i0_cmd_tcnt       ;
 else                                         i0_cmd_tcnt <=                    i0_cmd_tcnt - 9'd1;
always@(posedge CLK or posedge RST)
 if(RST)                                      i0_cmd_ccnt <=                           {1'b1,8'hx}; 
 else if(i0_wait_48  && !i0_cmd_bit         ) i0_cmd_ccnt <=                                 9'd38; 
 else if(i0_wait_136 && !i0_cmd_bit         ) i0_cmd_ccnt <=                                9'd126;  
 else if(i0_cmd_ccnt[8]                     ) i0_cmd_ccnt <=                    i0_cmd_ccnt       ;
 else                                         i0_cmd_ccnt <=                    i0_cmd_ccnt - 9'd1; 
always@(posedge CLK or posedge RST)
 if(RST)                                      i0_cmd_scnt <=                           {1'b1,3'hx};
 else if(i0_wait_136 && !i0_cmd_bit         ) i0_cmd_scnt <=                                  4'h6;  
 else if(i0_cmd_scnt[3]                     ) i0_cmd_scnt <=                    i0_cmd_scnt       ;
 else                                         i0_cmd_scnt <=                    i0_cmd_scnt - 4'd1; 
assign i0_cmd_body_f=                                   i0_cmd_stb & (i0_start || !i0_cmd_ccnt[8]);
assign i0_cmd_crc_f =                                            i0_cmd_ccnt[8] && !i0_cmd_tcnt[8];
assign i0_cmd_skip_head136_f =                                                     !i0_cmd_scnt[3];
assign i0_crc_en    =                                                                i0_cmd_body_f;  
assign i0_crc_in    =                                                                   i0_cmd_bit;  
assign i0_crc_rst   =                                         !i0_cmd_stb || i0_cmd_skip_head136_f; 
assign i0_crc_rec   =                                                             i0_cmd_in[ 7: 1];
always@(posedge CLK or posedge RST)
 if(RST)                                      i0_timeout_cnt <=                        CMD_TIMEOUT;
 else if(!i0_cmd_stb                        ) i0_timeout_cnt <=                        CMD_TIMEOUT;
 else                                         i0_timeout_cnt <=             i0_timeout_cnt - 10'd1; 
assign i0_timeout_f  =                                                           i0_timeout_cnt[9];
 sd_crc7 cmd_crc_in(
  .CLK  (CLK),    
  .RST  (i0_crc_rst),   
  .IN   (i0_crc_in), 
  .SH   (1'b0),  
  .EN   (i0_crc_en),
  .CRC  (i1_crc_cal)
);                                                                                                  
always@(posedge CLK or posedge RST)
 if(RST)                                      i1_cmd_en    <=                                 1'b0;
 else if(!i0_cmd_stb                        ) i1_cmd_en    <=                                 1'b0;
 else if(i0_cmd_endbit                      ) i1_cmd_en    <=                                 1'b1; 
 else                                         i1_cmd_en    <=                            i1_cmd_en; 
always@(posedge CLK or posedge RST)
 if(RST)                                      i1_cmd_en_tic<=                                 1'b0;
 else if(!i0_cmd_stb                        ) i1_cmd_en_tic<=                                 1'b0;
 else if(i0_cmd_endbit                      ) i1_cmd_en_tic<=                                 1'b1; 
 else                                         i1_cmd_en_tic<=                                 1'b0; 
always@(posedge CLK or posedge RST)
 if(RST)                                      i1_crc_rec   <=                                 1'b0;
 else if(i0_cmd_endbit                      ) i1_crc_rec   <=                           i0_crc_rec; 
 else                                         i1_crc_rec   <=                           i1_crc_rec; 
always@(posedge CLK or posedge RST)
 if(RST)                                      i1_crc_valid <=                                 1'b0;
 else if(i0_cmd_endbit                      ) i1_crc_valid <=           (i0_crc_rec == i1_crc_cal); 
 else                                         i1_crc_valid <=                         i1_crc_valid;
assign O_CMD_EN     =                                                                    i1_cmd_en;
assign O_CMD_EN_TIC =                                                                i1_cmd_en_tic;
assign O_CMD        =                                                             i0_cmd_in[133:8];
assign O_CRC        =                                                                   i1_crc_rec;
assign O_CRC_VALID  =                                                                 i1_crc_valid;
assign O_TIMEOUT    =                                                                 i0_timeout_f;
endmodule
`default_nettype none
module sd_crc7(
  input  wire       CLK,    
  input  wire       RST,   
  input  wire       IN,  
  input  wire       SH, 
  input  wire       EN,  
  output reg  [6:0] CRC
); 
wire         xor6;
assign xor6 = IN ^ CRC[6];  
always @(posedge CLK or posedge RST) 
    if (RST) CRC = 0;  
    else if (EN || SH) 
        begin
            CRC[6] =        CRC[5];
            CRC[5] =        CRC[4];
            CRC[4] =        CRC[3];
            CRC[3] = SH?    CRC[2] : xor6 ^ CRC[2];
            CRC[2] =        CRC[1];
            CRC[1] =        CRC[0];
            CRC[0] = SH?      1'b1 : xor6         ;  
        end
endmodule
```

==> impl_metrics.ini <==
; physical design summary
[setup_path]
path_buffers = 0
cp-end-kind = register
crit_path_start_kind = register
worstPathArrival_ns = 1.95
required_ns = 1.35
slowest_stage = or4_4
crit_path_max_fanout = 4
path_cells = or4_4 -> or4b_4 -> a21oi_2
slowest_delay_ns = 0.55
critPathTopFamily = simple AND/OR/NAND/NOR gates
path_class = register to register

[yosys]
avgSynthCellArea_sq_um = 15.6
syn_inst = 473
yosys.area_share.simple_pct = 5.75
yosysSeqAreaShare_pct = 72.5
synth.distinct_cells = 40
ys_sh_mux_pct = 2.69
yosysCellCount = 473
synth-main-ff-cell = edfxtp_1
fa_ha_area_share_pct = 0.676
edf_count = 134
yosys.stat.chipArea_sq_um = 7400
numSynthFlops = 188
yosys_warnings = 2
topCombFamilyByArea = buffers and inverters
ys_sh_aoi_pct = 2.74
async_flop_share_pct = 27.1
synth-xor-area-share_pct = 2.01
synth_area_sq_um = 7400

[status]
status = finished, violations left
violations = setup timing

[drt]
wl_per_cell_um = 16.7
routed_wl_mm = 16.5
vias = 4649
antenna_cells = 0
drt_first_iter_violations = 189
via_per_inst = 4.71
drt_first_pass_iters = 4
drtAntennaViolNets = 0
post-route-drc-count = 0

[finish]
syn_to_final_growth_pct = 48.8
finalNonFillerCells = 987
lay_top_cells = buf_4, buf_2, edfxtp_1
layout-drive-gt1-share_pct = 66.7
fin_area_sq_um = 11000
lay_top_count = buf_4

[sta]
rsz0062_at_grt = yes
worst_slack_ns = -0.603
finalMaxSlewViolations = 0
hold_viol = 0
tightest_slew_ns = 0.548
max_slew_margin_pct = 63.4
skew_ns = 0.00758
clock.fmax_ghz = 0.624
fin_crit_ns = 1.60
setup_viol = 325
post-route-period-util_pct = 160

[global_routing]
grt_pass1_wl_mm = 23.6
grt_start_max_net_pins = 28
grt_use_met1_pct = 35.9
grt_util_met3_pct = 8.46
grt_pass1_vias = 4479
gr-max-usage-layer = met1
use_met2_pct = 32.8
grtUsageTotal_pct = 22.3
grt-ovfl-total = 0
antenna_found_initial = 0

[power_and_ir_drop]
peakVddDrop_mv = 1.79
p_leak_nw = 4.89
powerDensity_nw_per_um2 = 2110

[place]
port_buffers = 142
dp.cells = 785
place_congestion = 0.812
dp_hpwl_mm = 8.51
placed_area_sq_um = 9140

[floorplan]
rows = 44
fp_util_pct = 51.1
coreArea_sq_um = 14500
die-width_um = 124
dieHeight_um = 124
io_pins = 143
chipArea_sq_um = 15300

[clock_tree]
clock_sinks = 188
htree_num_levels = 4
insertion_delay_ns = 0.42
cts_tree = done
root_buffer = clkbuf_16
clockBufferDepth = 2
cts_buffers = 17
path_clk_slew_ns = 0.06
ctsHoldBuffers = 0

[min_path]
min_path_type = primary input to asynchronous set/reset pin

[run]
tool_warnings = 28
cap_violations = 0
final timing paths:
kind,from,to,cells after the start,slack [ns]
min,RST,i0_timeout_cnt[5],3,0.17
min in group clk0,I_BIT,i0_cmd_in[0],1,0.17
max in group asynchronous,i0_cmd_scnt[3],cmd_crc_in.CRC[4],1,0.22
min reg2reg,i0_cmd_in[0],i0_cmd_in[1],0,0.42
max reg2reg,i0_cmd_tcnt[4],i0_cmd_tcnt[8],3,-0.60
max,i0_cmd_tcnt[4],i0_cmd_tcnt[8],3,-0.60
report_power, final:
part,internal [mW],total (mW),leakage [nW],switching [mW]
combinational,3.68,5.85,2.64,2.17
sequential,9.70,10.5,1.95,0.786
clock,4.09,6.87,0.292,2.78
flip-flops by register name (all words and copies together), names as in the netlist:
register	cells
i0_cmd_in	134
i0_timeout_cnt	10
i0_cmd_ccnt	9
i0_cmd_tcnt	9
cmd_crc_in.CRC	7
i1_crc_rec	7
i0_cmd_scnt	4
i0_cmd_pend	1
i0_cmd_stb	1
i0_wait_136	1
i0_wait_48	1
i0_wait_cmd	1
i1_cmd_en	1
i1_cmd_en_tic	1
i1_crc_valid	1
through the flow:
| step | setup TNS (ns) | util (%) | total power, mW | setup slack (ns) | hold WS, ns |
|---|---|---|---|---|---|
| floorplan | -148.43 | - | 12.7 | -1.02 | 0.202 |
| global placement | -65.36 | 63.1 | 14.8 | -0.611 | 0.409 |
| detailed placement | -67.05 | 63.1 | 14.9 | -0.644 | 0.407 |
| CTS | -99.61 | 73.7 | 22.7 | -0.608 | 0.157 |
| global route | -111.03 | 76.0 | 24.4 | -0.649 | 0.153 |
| finish | -95.95 | 76.0 | 23.2 | -0.603 | 0.170 |
cell families after synthesis:
logic type	count (synthesis)
AND-OR/OR-AND	32
XOR/XNOR	17
adder cells (fa/ha/maj)	4
buffers and inverters	142
flip-flops	188
multiplexers	18
AND/OR/NAND/NOR	72
cell usage after synthesis, types with 5 or more instances:
master,number,share of area [%]
o21ai_0,8,0.54
dfrtp_1,44,15
buf_4,126,13
mux2_2,15,2.3
xor2_1,15,1.8
nand2b_1,7,0.59
nand2_1,8,0.41
nand3_1,5,0.34
dfstp_2,7,2.5
nor2_1,11,0.56
or3_1,9,0.76
edfxtp_1,134,54
or4_1,7,0.71
inv_1,13,0.66
a21oi_1,8,0.54
nor4_1,5,0.42
what timing repair did:
item,4_1_cts,5_1_grt
setup buffers,119,53
resized,493,78
endpoints found under the setup margin,319,321
pin swaps,15,19
gates cloned,18,3
routing by layer:
| layer | up-vias | wire [um] |
|---|---|---|
| met4 | 0 | 168 |
| li1 | 2206 | - |
| met2 | 151 | 7910 |
| met3 | 13 | 1390 |
| met1 | 2279 | 7040 |
| met5 | - | 0 |
final cells by class:
class,instances,area (sq um)
well taps,184,230
clock buffers,23,468
fillers,804,3470
flip-flops and latches,188,5370
inverters,13,56.3
multi-input cells,145,1380
repair buffers,425,3370
clock inverters,9,138
worst register-to-register path, cell delays in order, from the launching register on:
cell	delay [ns]
dfrtp_1	0.38
or4_4	0.55
or4b_4	0.49
a21oi_2	0.12
Power figures rest on the tool's default switching activity, not on a simulated workload.
