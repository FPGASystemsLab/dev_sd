<file path="flow/run.sh">
#!/bin/bash
# OpenROAD 26Q1-2900-gdf79404cd8, Yosys 0.63+post, stock flow scripts
make -C /OpenROAD-flow-scripts/flow DESIGN_CONFIG=/design/flow/config.mk WORK_HOME=/design/flow/orfs finish
</file>
<file path="flow/config.mk">
export PLATFORM = sky130hd
export DESIGN_NAME = sd_ring_mux
export DESIGN_NICKNAME = sd_ring_mux
export VERILOG_FILES = /design/flow/design.v
export SDC_FILE = /design/flow/constraint.sdc
export NUM_CORES = 4
export LEC_CHECK = 1
export CORE_AREA = 10 10 196 196
export DIE_AREA = 0 0 206 206
</file>
<file path="flow/constraint.sdc">
current_design sd_ring_mux

set clk_period 4.1
set clk_io_pct 0.2

create_clock -name clk0 -period $clk_period [get_ports {CLK}]

set non_clock_inputs [all_inputs -no_clocks]
set_input_delay [expr $clk_period * $clk_io_pct] -clock clk0 $non_clock_inputs
set_output_delay [expr $clk_period * $clk_io_pct] -clock clk0 [all_outputs]
</file>
<file path="flow/design.v">
`default_nettype none
`timescale 1ns / 1ns                            
module sd_ring_mux
(                                     
input  wire        CLK,            
input  wire        RST,            
input  wire        I_G_STB, 
input  wire        I_G_SOF, 
input  wire [71:0] I_G_DATA,
output wire        I_G_ACK,          
input  wire        I_D_STB, 
input  wire        I_D_SOF, 
input  wire [71:0] I_D_DATA,
output wire        I_D_ACK, 
input  wire        I_R_STB, 
input  wire        I_R_SOF, 
input  wire [71:0] I_R_DATA,
output wire        I_R_ACK,
output wire        O_EN, 
output wire        O_SOF, 
output wire [71:0] O_DATA,
input  wire [ 1:0] O_AF
); 
reg  [ 4:0]   i1_g_cnt;
wire          i1_g_pend;
wire          i0_g_start;  
reg  [ 4:0]   i1_d_cnt;
wire          i1_d_pend;
wire          i0_d_start; 
reg  [ 1:0]   i1_r_cnt;
wire          i1_r_pend;
wire          i0_r_start;
reg           i2_en;
reg  [71:0]   i2_data_mux;
reg           i2_sof_mux;
assign i0_g_start =                !i2_en & !O_AF[1] & I_G_STB & I_G_SOF & !i1_r_pend & !i1_g_pend;
assign i0_d_start =                !i2_en & !O_AF[1] & I_D_STB & I_D_SOF & !i1_r_pend &   !I_G_STB;
assign i0_r_start =                !i2_en & !O_AF[0] & I_R_STB & I_R_SOF & !I_D_STB   &   !I_G_STB;
always@(posedge CLK or posedge RST)
if(RST)                                      i1_g_cnt      <=                         {1'b0, 4'd0};   
else if(i1_g_pend                          ) i1_g_cnt      <=                      i1_g_cnt - 5'd1;
else if(i0_g_start                         ) i1_g_cnt      <=                         {1'b1, 4'd8};
else                                         i1_g_cnt      <=                             i1_g_cnt;
assign i1_g_pend  =                                                                    i1_g_cnt[4];
assign I_G_ACK    =                                                                      i1_g_pend; 
always@(posedge CLK or posedge RST)
if(RST)                                      i1_d_cnt      <=                         {1'b0, 4'd0};   
else if(i1_d_pend                          ) i1_d_cnt      <=                      i1_d_cnt - 5'd1;
else if(i0_d_start                         ) i1_d_cnt      <=                         {1'b1, 4'd8};
else                                         i1_d_cnt      <=                             i1_d_cnt;
assign i1_d_pend  =                                                                    i1_d_cnt[4];
assign I_D_ACK    =                                                                      i1_d_pend; 
always@(posedge CLK or posedge RST)                   
if(RST)                                      i1_r_cnt      <=                         {1'b0, 1'd0};   
else if(i1_r_pend                          ) i1_r_cnt      <=                      i1_r_cnt - 2'd1;
else if(i0_r_start                         ) i1_r_cnt      <=                         {1'b1, 1'd1};
else                                         i1_r_cnt      <=                             i1_r_cnt;
assign i1_r_pend =                                                                     i1_r_cnt[1]; 
assign I_R_ACK    =                                                                      i1_r_pend;
always@(posedge CLK or posedge RST)                   
if(RST)                                      i2_en         <=                                 1'b0; 
else                                         i2_en         <=  i1_r_pend || i1_d_pend || i1_g_pend;
always@(posedge CLK)                                                                               
     if(i1_g_pend                          ) i2_data_mux   <=                             I_G_DATA;
else if(i1_d_pend                          ) i2_data_mux   <=                             I_D_DATA;
else  i2_data_mux   <=                             I_R_DATA;
always@(posedge CLK or posedge RST)
if(RST)                                      i2_sof_mux    <=                                 1'd0; 
else if(i1_g_pend                          ) i2_sof_mux    <=                              I_G_SOF;
else if(i1_d_pend                          ) i2_sof_mux    <=                              I_D_SOF;
else  i2_sof_mux    <=                              I_R_SOF;
assign O_EN     =                                                                            i2_en;
assign O_SOF    =                                                                       i2_sof_mux;
assign O_DATA   =                                                                      i2_data_mux;
endmodule
</file>
==> ci_impl_report.md <==
## Synthesis and layout report

| Metric | Value |
|---|---|
| Final TNS setup | 0 ns |
| Post-CTS Setup Bufs | 0 |
| WHS Path Cells | 2 |
| Die W | 206 um |
| WL/cell | 13.8 um |
| Yosys Warn Count | 1 |
| Hold Path Origin | i1_r_cnt[0] |
| Number of enable flip-flop cells | 0 |
| Yosys stat area | around 0.0037 mm^2 |
| FF+latch count, synth | 86 |
| Finished Layout Cells | approximately 1100 |
| Worst path cell trace | clkdlybuf4s50_1 |
| PD cells | about 600 mW/mm^2 |
| Yosys cell count | 381 |
| H-tree Lvls | 3 |
| Final setup vio count | 0 |
| First-pass GRT wire length | between 20 and 25 mm |
| Root buf cell | clkbuf_16 |
| Xor/xnor share | 0.480% |
| Top-count cell post-synth | nand2_1 |
| Clock latency (worst-skew pair) | between 0.3 and 0.4 ns |
| CP required | 3.28 ns |
| Comb area leader | multiplexers |
| Critical Path Start Type | flip-flop |
| DRC viols | 0 |
| Die H | roughly 200 um |
| Kind of critical path | reg2out |
| Grt total ovfl | 0 |
| Max-cap violations | 0 |
| Worst reg2reg startpoint | i1_d_cnt[4] |
| ANT cells | 0 |
| Final instance area | 0.00745 mm^2 |
| Tool Warnings | 25 |
| Adder Share, Synth | less than 1% |
| Worst path max stage delay | a little under 1 ns |
| Asr flop ratio synth | 16.3% |
| Commonest flop | dfxtp_1 |
| Ao+oa area frac | between 10% and 20% |
| Slew headroom | between 40% and 50% |
| Worst-path maximum fanout | between 40 and 50 |
| RSZ-0062 raised after global routing | no |
| Worst setup margin | between 1 and 1.5 ns |
| Total Die Area | between 0.04 and 0.05 mm^2 |
| Crit. End Element | output port |
| DP Cell Count | 1114 |
| Final worst path period need | ~2.8 ns |
| WP buf/inv | 1 |
| Area leader, netlist | dfxtp_1 |
| CTS tree | yes |
| Post-place instance area | ~0.007 mm^2 |
| Final tally of max-slew violations | 0 |
| Port bufs | about 300 |
| Worst hold endpoint | i1_r_cnt[1] |
| Slew at the pin closest to its max-slew limit | between 0.8 and 0.9 ns |
| DR vias | approximately 3700 |
| Row count | roughly 70 |
| Mux area share | a little over a fifth |
| Seq/Total Area, Yosys | approximately half |
| Synth unique cells | 36 |
| IO Pins | roughly 300 |
| CTS resizes | 0 |
| Basic Gates by Area | between 10% and 20% |
| Pre-CTS setup slack | 1.63 ns |
| Cells after synthesis | between 300 and 400 |
| Core Area | ~0.034 mm^2 |
| Post-synth area hogs | dfxtp_1 (39%), mux2i_1 (20%), dfrtp_1 (9.6%) |
| Share of layout cells above drive strength 1 | under 10% |
| Initial antenna violation count | 0 |
| Largest net degree at the start of global routing | 84 |
| Clk sinks | 86 |
| Reg clk slew, reported paths | approximately 0.070 ns |
| CTS buffer count | 9 |
| Final Skew | a little over 0.007 ns |
| Post-synthesis average cell area | between 9 and 10 um^2 |
| GP Congestion | approximately 0.8 |
| Fin crit share | approximately two thirds |
| Pleak | 2.87 nW |
| Area Overhead vs Synth | 104% |
| Syn Std Cell Area | approximately 0.0037 mm^2 |
| DP HPWL | roughly 12 mm |
| Status | complete, no violations |
| Max VDD drop | approximately 0.00023 V |
| Hold buffer count at CTS | 0 |
| Min-delay worst type | reg2reg |
| Gr usage total | approximately 6.8% |
| Initial core utilization | between 10% and 20% |
| Arr. time, crit path | between 1.5 and 2 ns |
| DRT Pass-1 Iters | 4 |
| R2r endpoint | i2_data_mux[34] |
| Drt total wl | between 15 and 20 mm |
| Vias in the first global route | between 3000 and 4000 |
| FMAX | about 360 MHz |
| Antenna-violating nets left | 0 |
| Hold WS | ~0.5 ns |
| Final hold violations | 0 |
| Initial drt markers | 119 |
| Worst Reg2Reg Path Length in Cells | 3 |
| Via-to-Cell Ratio | 3.26 |
| CP top delay family | flip-flops |
| Max Root-Sink Buffers | 2 |
| Slowest stage cell on the critical path | dfrtp_4 |
| Worst reg2reg setup slack | around 1.9 ns |
| Most instantiated cells after synthesis | nand2_1 (75), mux2i_1 (74), dfxtp_1 (72) |
| Top area contributor share | 39.5% |
-- how the worst max path moves through the flow --
stage	start	to	slack, ns	depth (start not counted)
CTS	i1_d_cnt[4]	I_D_ACK	1.21	1
global route	i1_d_cnt[4]	I_D_ACK	1.16	1
finish	i1_d_cnt[4]	I_D_ACK	1.30	1
-- cells in the final DEF, fill, tap and decap left out, types with 6 or more instances in the layout --
| master | instances |
|---|---|
| clkdlybuf4s50_1 | 302 |
| nand2_1 | 75 |
| mux2i_1 | 74 |
| dfxtp_1 | 72 |
| o21ai_0 | 64 |
| dfrtp_1 | 12 |
| inv_1 | 10 |
| o21ai_1 | 10 |
| clkbuf_16 | 9 |
| nor2_1 | 6 |
-- sequential cells by signal, indices dropped and copies added, names as in the netlist --
register,flops
i2_data_mux,72
i2_sof_mux,1
i2_en,1
i1_r_cnt,2
i1_g_cnt,5
i1_d_cnt,5
-- area by class of cell --
cell class              count  area [um^2]
repair buffers            304         3040
fillers                  3734        26900
inverters                  10         37.5
well taps                 455          569
flip-flops and latches     86         1800
multi-input cells         259         1670
clock inverters             6         93.8
clock buffers              10          239
-- where the power goes --
part	total [mW]	switching, mW	internal [mW]
logic	1.83	0.589	1.24
registers	1.64	0.357	1.28
clock network	0.940	0.385	0.555
-- metal layers --
metal  up-vias  wire length, um  global-route usage, %
met4         0              146                  0.599
li1       1884                -                      -
met2       190             7420                   11.7
met5         -                0                      0
met1      1601             6020                   7.66
met3         8             2010                   3.72
-- cell families after synthesis --
family	count (synthesis)
compound gates	85
mux	76
simple gates	94
xor+xnor	2
fa+ha+maj	2
buf+inv	36
flops	86
-- stage by stage --
| step | util, % | total power [mW] |
|---|---|---|
| CTS | 21.7 | 4.54 |
| floorplan | - | 2.29 |
| global route | 21.7 | 4.77 |
| detailed placement | 20.7 | 3.55 |
| finish | 21.7 | 4.40 |
| global placement | 20.7 | 3.53 |
Power figures rest on the tool's default switching activity, not on a simulated workload.
