`/design/flow/config.mk`:
```
export PLATFORM = sky130hd
export DESIGN_NAME = sd_data_form
export DESIGN_NICKNAME = sd_data_form
export VERILOG_FILES = /design/flow/design.v
export SDC_FILE = /design/flow/constraint.sdc
export NUM_CORES = 4
export LEC_CHECK = 1
export CORE_UTILIZATION = 30
```
`/design/flow/constraint.sdc`:
```
current_design sd_data_form

set clk_period 3.1
set clk_io_pct 0.2

create_clock -name clk0 -period $clk_period [get_ports {SD_CLK}]

set non_clock_inputs [all_inputs -no_clocks]
set_input_delay [expr $clk_period * $clk_io_pct] -clock clk0 $non_clock_inputs
set_output_delay [expr $clk_period * $clk_io_pct] -clock clk0 [all_outputs]
```
`/design/flow/design.v`:
```
`default_nettype none
module sd_crc16(
  input  wire       CLK,    
  input  wire       RST,   
  input  wire       IN,  
  input  wire       SH, 
  input  wire       EN,  
  output reg [15:0] CRC
); 
wire         xor15;
assign xor15 = IN ^ CRC[15];  
always @(posedge CLK or posedge RST) 
    if (RST) CRC = 16'd0;  
    else if (EN || SH) 
        begin                                        
            CRC[15]=        CRC[14];                 
            CRC[14]=        CRC[13];                 
            CRC[13]=        CRC[12];                 
            CRC[12]= SH?    CRC[11] : xor15 ^ CRC[11];           
            CRC[11]=        CRC[10];
            CRC[10]=        CRC[9];
            CRC[9] =        CRC[8];
            CRC[8] =        CRC[7];
            CRC[7] =        CRC[6];
            CRC[6] =        CRC[5];
            CRC[5] = SH?    CRC[4] : xor15 ^ CRC[4];
            CRC[4] =        CRC[3];
            CRC[3] =        CRC[2];
            CRC[2] =        CRC[1];
            CRC[1] =        CRC[0];
            CRC[0] = SH?      1'b1 : xor15         ;  
        end
endmodule
`default_nettype none
`timescale 1ns / 1ns                            
module sd_data_form
#(
parameter  [31:0] AVAIL_DATA_BITS      =  32'd4       
)
(                  
input  wire        SD_CLK,             
input  wire        RST,            
input  wire        SD_I_TRG,  
output wire        SD_I_DONE,
input  wire        SD_I_PKT_RDY, 
input  wire [ 63:0]SD_I_DAT,   
output wire        SD_I_ACK,
input  wire        SD_I_FIRST,  
input  wire        SD_I_LAST, 
output wire [(AVAIL_DATA_BITS-'d1):0]SD_O_DAT,
output wire        SD_OE
);                                                                                                  
localparam IDLE                     =  32'h00000000;
localparam WAIT_PKT                 =  32'h00000001;
localparam SEND_START               =  32'h00000002;
localparam SEND_DATA                =  32'h00000004;
localparam SEND_CRC                 =  32'h00000008;
localparam SEND_END                 =  32'h00000010;
integer     state;
wire        state_idle_f;      
wire        state_wait_pkt_f;    
wire        state_send_start_f;   
wire        state_send_data_f;   
wire        state_send_crc_f;   
wire        state_send_end_f;    
reg         o0_data_load; 
reg  [  6:0]o0_64nib_ptr;
wire        o0_64nib_last; 
wire        o0_64nib_1blast;
wire        o0_512nib_last;
wire        o0_crc_last;
reg         o1_en;      
reg  [ 63:0]o1_data; 
reg         o1_last_dw;
reg  [  1:0]o1_mux_ctrl;
wire        o1_crc_rst;                                                                             
reg         o1_crc_en; 
wire [  3:0]o1_crc_data;                                     
reg         o2_en;
reg  [(AVAIL_DATA_BITS-'d1):0]o2_data;
reg  [  1:0]o2_mux_ctrl;
reg         o2_crc_sh; 
wire [ 15:0]o2_crc_out[0:3];                        
wire [  3:0]o2_crc_out_4msb;                        
wire        o2_crc_out_1msb;      
wire [(AVAIL_DATA_BITS-'d1):0]o2_crc_out_mux;  
reg         o2_endbit_f;
reg         o3_en;
reg  [(AVAIL_DATA_BITS-'d1):0]o3_data_mux; 
reg         o3_endbit_f;
assign state_idle_f         =                                             (state == IDLE         );
assign state_wait_pkt_f     =                                             (state == WAIT_PKT     );
assign state_send_start_f   =                                             (state == SEND_START   );
assign state_send_data_f    =                                             (state == SEND_DATA    );
assign state_send_crc_f     =                                             (state == SEND_CRC     );
assign state_send_end_f     =                                             (state == SEND_END     );
always@(posedge SD_CLK or posedge RST)
 if(RST)                                                state   <=                          IDLE;
 else case(state)                                                  
 IDLE:          if(SD_I_TRG                           ) state   <=                      WAIT_PKT; 
           else                                         state   <=                          IDLE;
 WAIT_PKT:      if(SD_I_PKT_RDY                       ) state   <=                    SEND_START; 
           else                                         state   <=                      WAIT_PKT;                                                                 
 SEND_START:                                            state   <=                     SEND_DATA;                                                                 
 SEND_DATA:     if(o0_512nib_last                     ) state   <=                      SEND_CRC;                                                                 
           else                                         state   <=                     SEND_DATA;                                                                 
 SEND_CRC:      if(o0_crc_last                        ) state   <=                      SEND_END;                                                                
           else                                         state   <=                      SEND_CRC;   
 SEND_END:                                              state   <=                          IDLE;                                                                 
 endcase   
always@(posedge SD_CLK or posedge RST)
if(RST)                                      o0_data_load  <=                                 1'b0;        
else if(state_send_start_f                 ) o0_data_load  <=                                 1'b1;      
else if(state_send_data_f & o0_64nib_1blast) o0_data_load  <=                          !o1_last_dw; 
else                                         o0_data_load  <=                                 1'b0; 
always@(posedge SD_CLK or posedge RST)
if(RST)                                      o0_64nib_ptr  <=                          {1'b0,6'hx};      
else if(state_send_start_f                 ) o0_64nib_ptr  <= (AVAIL_DATA_BITS=='d4)?7'd15 : 7'd63;      
else if(      o1_last_dw && o0_64nib_last  ) o0_64nib_ptr  <=                        7'd14        ;  
else if(                    o0_64nib_last  ) o0_64nib_ptr  <= (AVAIL_DATA_BITS=='d4)?7'd14 : 7'd62;  
else                                         o0_64nib_ptr  <=                  o0_64nib_ptr - 7'd1; 
assign o0_64nib_last   =                                                           o0_64nib_ptr[6]; 
assign o0_64nib_1blast =                                                 o0_64nib_ptr[5:0] == 6'd0; 
assign o0_512nib_last  =                                               o1_last_dw && o0_64nib_last;
assign o0_crc_last     =                                         state_send_crc_f && o0_64nib_last;
assign SD_I_ACK       =                                                               o0_data_load;
always@(posedge SD_CLK or posedge RST)
if(RST)                                      o1_en         <=                                 1'd0;        
else if(state_send_start_f                 ) o1_en         <=                                 1'b1;        
else if(state_send_data_f                  ) o1_en         <=                                 1'b1;        
else if(state_send_crc_f                   ) o1_en         <=                                 1'b1; 
else                                         o1_en         <=                                 1'b0; 
always@(posedge SD_CLK)
     if(o0_data_load                    ) o1_data <= {SD_I_DAT[7:0], SD_I_DAT[15:8], SD_I_DAT[23:16], SD_I_DAT[31:24], SD_I_DAT[39:32], SD_I_DAT[47:40], SD_I_DAT[55:48], SD_I_DAT[63:56]};      
else if(state_send_data_f               ) o1_data <= (AVAIL_DATA_BITS=='d4)? {o1_data[59:0], 4'hF}: 
                                                                             {o1_data[62:0], 1'h1}; 
else                                      o1_data <=                                       o1_data;
always@(posedge SD_CLK or posedge RST)
if(RST)                                      o1_last_dw    <=                                 1'd0;        
else if(o0_data_load                       ) o1_last_dw    <=                            SD_I_LAST;        
else if(state_send_end_f                   ) o1_last_dw    <=                                 1'b0; 
else                                         o1_last_dw    <=                           o1_last_dw; 
always@(posedge SD_CLK or posedge RST)
if(RST)                                      o1_mux_ctrl   <=                                 2'd3;      
else if(state_send_start_f                 ) o1_mux_ctrl   <=                                 2'd0;      
else if(state_send_data_f                  ) o1_mux_ctrl   <= (o0_512nib_last)?        2'd2 : 2'd1;      
else if(state_send_crc_f                   ) o1_mux_ctrl   <= (o0_64nib_last )?        2'd3 : 2'd2; 
else                                         o1_mux_ctrl   <=                                 2'd3; 
always@(posedge SD_CLK or posedge RST)
if(RST)                                      o1_crc_en     <=                                 1'd0;    
else if(state_send_data_f                  ) o1_crc_en     <= (o0_512nib_last)?        1'b0 : 1'b1; 
else                                         o1_crc_en     <=                                 1'b0; 
assign o1_crc_rst =                                                             state_send_start_f;
assign o1_crc_data= (AVAIL_DATA_BITS=='d4)?                    o1_data[63:60]: {3'd0, o1_data[63]}; 
sd_crc16 dat_crc3(
  .CLK  (SD_CLK),    
  .RST  ((AVAIL_DATA_BITS=='d4)? o1_crc_rst     : 1'b0),   
  .IN   ((AVAIL_DATA_BITS=='d4)? o1_crc_data[3] : 1'b0), 
  .SH   ((AVAIL_DATA_BITS=='d4)? o2_crc_sh      : 1'b0),  
  .EN   ((AVAIL_DATA_BITS=='d4)? o1_crc_en      : 1'b0),
  .CRC  (o2_crc_out[3])
);                                                                                             
sd_crc16 dat_crc2(
  .CLK  (SD_CLK),    
  .RST  ((AVAIL_DATA_BITS=='d4)? o1_crc_rst     : 1'b0),   
  .IN   ((AVAIL_DATA_BITS=='d4)? o1_crc_data[2] : 1'b0), 
  .SH   ((AVAIL_DATA_BITS=='d4)? o2_crc_sh      : 1'b0),  
  .EN   ((AVAIL_DATA_BITS=='d4)? o1_crc_en      : 1'b0),
  .CRC  (o2_crc_out[2])
);                                                                                             
sd_crc16 dat_crc1(
  .CLK  (SD_CLK),    
  .RST  ((AVAIL_DATA_BITS=='d4)? o1_crc_rst     : 1'b0),   
  .IN   ((AVAIL_DATA_BITS=='d4)? o1_crc_data[1] : 1'b0), 
  .SH   ((AVAIL_DATA_BITS=='d4)? o2_crc_sh      : 1'b0),  
  .EN   ((AVAIL_DATA_BITS=='d4)? o1_crc_en      : 1'b0),
  .CRC  (o2_crc_out[1])
);                                                                                             
sd_crc16 dat_crc0(
  .CLK  (SD_CLK),    
  .RST  (o1_crc_rst),   
  .IN   (o1_crc_data[0]), 
  .SH   (o2_crc_sh),  
  .EN   (o1_crc_en),
  .CRC  (o2_crc_out[0])
);                                                                                             
always@(posedge SD_CLK or posedge RST)
if(RST)                                      o2_crc_sh     <=                                 1'd0;    
else if(o1_mux_ctrl == 2'd2                ) o2_crc_sh     <=                                 1'b1; 
else                                         o2_crc_sh     <=                                 1'b0; 
assign o2_crc_out_4msb = {o2_crc_out[3][15], o2_crc_out[2][15], o2_crc_out[1][15], o2_crc_out[0][15]};
assign o2_crc_out_1msb =                                                           o2_crc_out[0][15];
assign o2_crc_out_mux  = (AVAIL_DATA_BITS=='d4)?                 o2_crc_out_4msb : o2_crc_out_1msb;
always@(posedge SD_CLK or posedge RST)
if(RST)                                      o2_mux_ctrl    <=                                1'd0; 
else                                         o2_mux_ctrl    <=                         o1_mux_ctrl; 
always@(posedge SD_CLK or posedge RST)
if(RST)                                      o2_data     <=                                     -1;        
else                                         o2_data     <= (AVAIL_DATA_BITS=='d4)? o1_data[63:60]:
                                                                                    o1_data[63   ];
always@(posedge SD_CLK or posedge RST)
if(RST)                                      o2_en         <=                                 1'b0;
else                                         o2_en         <=                                o1_en;
always@(posedge SD_CLK or posedge RST)
if(RST)                                      o2_endbit_f   <=                                 1'b0;
else                                         o2_endbit_f   <=                     state_send_end_f;  
always@(posedge SD_CLK)
     if(o2_mux_ctrl == 2'd0    ) o3_data_mux <=                                                'd0;  
else if(o2_mux_ctrl == 2'd1    ) o3_data_mux <=                                            o2_data;  
else if(o2_mux_ctrl == 2'd2    ) o3_data_mux <=                                     o2_crc_out_mux;  
else   o3_data_mux <=                                                 -1;  
always@(posedge SD_CLK or posedge RST)
if(RST)                                      o3_en         <=                                 1'b0;
else                                         o3_en         <=                                o2_en; 
always@(posedge SD_CLK or posedge RST)
if(RST)                                      o3_endbit_f   <=                                 1'b0;
else                                         o3_endbit_f   <=                          o2_endbit_f; 
assign SD_O_DAT   =                                                                    o3_data_mux;
assign SD_OE      =                                                                          o3_en;
assign SD_I_DONE  =                                                                    o3_endbit_f;
endmodule
```
`/design/flow/run.sh`:
```
#!/bin/bash
# OpenROAD 26Q1-2900-gdf79404cd8, Yosys 0.63+post, stock flow scripts
make -C /OpenROAD-flow-scripts/flow DESIGN_CONFIG=/design/flow/config.mk WORK_HOME=/design/flow/orfs finish
```
==> results_slide.txt <==
Run Summary

Global routing
  – Initial antenna violation count: 1
  – Number of global-route vias before repair: between 3000 and 4000
  – GRT Total Usage: 10.4%
  – Remaining Overflow, GRT: 0
  – Global-route wire length before repair: roughly 17000 µm
  – Largest net degree at the start of global routing: 65

Place
  – Count of input and output buffers: 75
  – Placed Cells: ~730
  – Post-DP HPWL: 6610 µm
  – DP Worst Slack: 1.25 ns
  – Dpl cell area: 7420 µm²
  – Gp weighted congestion: between 0.7 and 0.8

Drt
  – Drt wl/cell: 13.1 µm
  – Drt first pass iters: 4
  – Iter 0 DRT Violations: between 150 and 200
  – Vias per cell: 4.39
  – Antenna-violating nets left: 0
  – Wirelength, routed: 10000 µm
  – Vias post-DR: 3350
  – # DRC: 0
  – Total inserted antenna cells: 0

Worst hold path
  – Hold crit path type: register to register
  – Hold path depth: 0

Critical path
  – Critical Path RT: 2.48 ns
  – R2R depth: 4
  – Critical path class: register to output port
  – CP Capture Type: output port
  – Crit-path max cell delay: ~0.52 ns
  – CP arrival: 1.38 ns
  – Delay-heaviest family, CP: buffers and inverters
  – CP startpoint kind: register
  – CP cell instances: clkdlybuf4s50_1
  – Bufs and invs on worst path: 1
  – Slowest CP cell: clkdlybuf4s50_1
  – Worst path depth: 1
  – Crit Path Max Fanout: 6

Synthesis
  – Mux share: 19.8%
  – Synth Instances: 396
  – Adders+Majority by Area: 0.196%
  – Xor+xnor area frac: around 1.5%
  – Yosys Instances: 396
  – Post-synthesis cell area: 6380 µm²
  – Sequential fraction of the synthesis area: 68.4%
  – Mean post-synth cell area: roughly 16 µm²
  – Synth unique cells: 38
  – Synth warn: 2
  – Comb area leader: multiplexers
  – Simple share: 3.77%
  – Yosys reg bits: about 160
  – Compound Share, Synth: 4.06%
  – YS chip area: 6380 µm²

Floorplanning
  – Die Wd: 148 µm
  – Site Rows: 52
  – Core Util at FP: 31.0%
  – CORE AREA: 20600 µm²
  – Die Area: 21800 µm²
  – # IOs: slightly below 80
  – Chip height: 148 µm

Clock network
  – CTS H-tree depth: 4
  – TritonCTS clock tree: yes
  – Root Buffer: clkbuf_16
  – Resize count post-CTS: 0
  – Worst-skew pair later-pin latency: roughly 0.4 ns
  – Clock-pin slew on the worst setup and hold paths: around 0.06 ns
  – CTS Buf Count: 17
  – CTS sink cnt: 162
  – Hold Buf Count CTS: 0
  – Post-CTS setup buffer count: 0
  – Clock buffer depth: 2

Pwr
  – Pwr/cell area: between 900 and 1000 nW/µm²
  – Pwr Total: 7630 µW
  – Leak: 0.00291 µW
  – Max VDD drop: ~0.50 mV

Layout
  – Area Growth Syn to Fin: 26.0%
  – Final Cell Area: 8040 µm²
  – Ratio of cells with drive above 1 in the final layout: 32.5%
  – Final non-filler cell total: about 760

Timing
  – Final worst setup slack: 1.10 ns
  – Max Clk Rate: between 400 and 500 MHz
  – Setup TNS: 0 ns
  – Tcrit/Tclk final: about 65%
  – Worst-Margin Slew: just under 0.8 ns
  – Clock Skew: around 0.0073 ns
  – Finish-stage setup viols: 0
  – Slew margin rel.: 47.7%
  – Slew Viols, Final: 0
  – RSZ-0062 raised after global routing: no
  – Final hold vios: 0
  – Fin crit period: 2.00 ns

Job
  – Tool warning count: 26
  – Max-cap viol count: 0

Run status
  – Status: finished clean
## final cells by class
cell class / instances / area (µm²)
fillers: 1900 / 12500
flip-flops and latches: 162 / 4360
multi-input cells: 208 / 1870
repair buffers: 83 / 823
clock buffers: 21 / 514
well taps: 270 / 338
clock inverters: 11 / 97.6
inverters: 8 / 30.0
## path summary, 6_finish.rpt
| check | end | from | slack, ns |
|---|---|---|---|
| max in group asynchronous | o2_data[0] | RST | 1.75 |
| setup reg to reg | dat_crc3.CRC[10] | o1_crc_en | 1.33 |
| setup / recovery | SD_I_ACK | o0_data_load | 1.10 |
| min in group asynchronous | dat_crc0.CRC[14] | state[4] | 0.63 |
| hold / removal | o2_en | o1_en | 0.35 |
| hold reg to reg | o2_en | o1_en | 0.35 |
## cell usage after synthesis
master | number | area [µm²]
a211o_1 | 4 | 35.0
a21boi_0 | 1 | 7.51
a21o_1 | 1 | 7.51
a21oi_1 | 8 | 40.0
a31o_2 | 1 | 8.76
a31oi_1 | 8 | 50.1
and2_1 | 3 | 18.8
buf_1 | 1 | 3.75
buf_2 | 7 | 35.0
buf_4 | 8 | 60.1
buf_6 | 1 | 11.3
clkbuf_1 | 1 | 3.75
dfrtp_1 | 87 | 2180
dfstp_2 | 7 | 184
dfxtp_1 | 4 | 80.1
edfxtp_1 | 64 | 1920
ha_1 | 1 | 12.5
inv_1 | 8 | 30.0
mux2_1 | 4 | 45.0
mux2_2 | 108 | 1220
nand2_1 | 6 | 22.5
nand2b_1 | 5 | 31.3
nand3_1 | 1 | 5.00
nor2_1 | 19 | 71.3
nor2_4 | 1 | 11.3
nor2b_1 | 5 | 31.3
nor3_1 | 2 | 10.0
o21ai_0 | 3 | 15.0
o22a_1 | 8 | 70.1
o311ai_1 | 1 | 8.76
o31ai_1 | 1 | 7.51
o41ai_1 | 1 | 8.76
or2_2 | 1 | 6.26
or3_1 | 2 | 12.5
or3_4 | 1 | 11.3
or3b_1 | 1 | 8.76
xnor2_1 | 5 | 43.8
xor2_1 | 6 | 52.6
## cell usage in the layout, fill, tap and decap left out, types with 3 or more instances in the layout
cell type        netlist  layout
mux2_2               108     108
dfrtp_1               87      86
clkdlybuf4s50_1        0      75
edfxtp_1              64      64
clkbuf_16              0      20
nor2_1                19      19
a21oi_1                8       8
a31oi_1                8       8
o22a_1                 8       8
inv_1                  8       7
dfstp_2                7       7
buf_4                  8       7
xor2_1                 6       6
nand2_1                6       6
xnor2_1                5       5
nor2b_1                5       5
nand2b_1               5       5
clkinv_4               0       5
mux2_1                 4       4
a211o_1                4       4
clkinv_2               0       4
dfxtp_1                4       4
o21ai_0                3       3
and2_1                 3       3
## state kept, by name, summed over array words and instances, names as in the netlist
name          cells
o1_en             1
o1_crc_en         1
o1_mux_ctrl       2
o2_crc_sh         1
o0_64nib_ptr      7
dat_crc1.CRC     16
o2_endbit_f       1
o2_mux_ctrl       2
dat_crc2.CRC     16
o3_data_mux       4
o3_endbit_f       1
dat_crc0.CRC     16
o1_last_dw        1
o2_data           4
dat_crc3.CRC     16
o3_en             1
o2_en             1
o0_data_load      1
state             6
o1_data          64
## metrics by stage
step                      utilization, %  hold slack [ns]
final                               39.1            0.347
after global routing                39.1            0.357
after CTS                           39.1            0.351
after detailed placement            36.1            0.336
after global placement              36.1            0.335
after floorplan                        -            0.331
## kinds of logic (layout without fill, tap and decap cells)
group,after synthesis,in the layout
DFF,162,162
and+or+nand+nor,47,47
xor gates and xnor gates,11,11
muxes,112,112
buffers and inverters,26,123
adders and majority gates,1,1
AOI/OAI and AO/OA,37,37
## metal layers
layer	share of wire (%)	GRT usage [%]	vias to the layer above
met5	0	0	-
met4	1.3	1.19	0
met3	8.8	4.63	9
met2	44	14.8	69
met1	46	15.9	1658
li1	-	-	1614
## where the power goes
group	leakage, µW	switching [µW]	internal, µW
Combinational	0.000999	783	1120
Sequential	0.00160	425	3220
Clock	0.000306	811	1270
Power figures rest on the tool's default switching activity, not on a simulated workload.
